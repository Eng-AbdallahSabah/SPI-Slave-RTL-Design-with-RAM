**./config.mk**
```make
export PLATFORM = sky130hd
export DESIGN_NAME = wrapper
export DESIGN_NICKNAME = wrapper
export VERILOG_FILES = /design/flow/design.v
export SDC_FILE = /design/flow/constraint.sdc
export NUM_CORES = 4
export LEC_CHECK = 1
export CORE_UTILIZATION = 50
```
**./constraint.sdc**
```tcl
current_design wrapper

set clk_period 19.3
set clk_io_pct 0.2

create_clock -name clk0 -period $clk_period [get_ports {clk}]

set non_clock_inputs [all_inputs -no_clocks]
set_input_delay [expr $clk_period * $clk_io_pct] -clock clk0 $non_clock_inputs
set_output_delay [expr $clk_period * $clk_io_pct] -clock clk0 [all_outputs]
```
**./design.v**
```verilog
module SPI (
    input clk, rst_n,
    input MOSI, SS_n,
    input tx_valid,
    input [7:0]tx_data,
    output reg MISO, 
    output reg rx_valid, 
    output reg [9:0]rx_data
);
    parameter IDLE = 3'b000;
    parameter CHK_CMD = 3'b001;
    parameter WRITE = 3'b010;
    parameter READ_ADD = 3'b011;
    parameter READ_DATA = 3'b100;
    reg read_trans;
    reg [4:0] cs, ns;
    always @(*) begin
        case (cs)
            IDLE: 
                if (SS_n)
                    ns = IDLE;
                else
                    ns = CHK_CMD;
            CHK_CMD:
                if (SS_n)
                    ns = IDLE;
                else if (~SS_n && ~MOSI)
                    ns = WRITE;
                else if (~SS_n && MOSI && ~read_trans)
                    ns = READ_ADD;
                else
                    ns = READ_DATA;
            WRITE:
                if (~SS_n)
                    ns = WRITE;
                else
                    ns = IDLE;
            READ_ADD:
                if (~SS_n)
                    ns = READ_ADD;
                else
                    ns = IDLE;
            READ_DATA:
                if (~SS_n)
                    ns = READ_DATA;
                else
                    ns = IDLE;
            default: ns = IDLE; 
        endcase
    end
    always @(posedge clk) begin
        if (~rst_n) begin
            cs <= IDLE;
        end else
            cs <= ns;
    end
    reg [4:0] counter;
    always @(posedge clk) begin
        if (~rst_n) begin
            counter <= 0;
            rx_data <= 0;
            MISO <= 0;
            rx_valid <= 0;
            read_trans = 0;
        end
        else if (cs != IDLE && cs != CHK_CMD) begin
                if(cs == READ_ADD)
                    read_trans = 1;
                else if(cs == READ_DATA)
                    read_trans = 0;
                if (counter<=9)
                    rx_data = {MOSI, rx_data[9:1]};
                if (counter == 9)
                    rx_valid = 1;
                else if (counter == 11 || counter == 0)
                    rx_valid <= 0;
                if (tx_valid) begin
                    if (counter==11) MISO <= tx_data[0];
                    else if (counter==12) MISO <= tx_data[1];
                    else if (counter==13) MISO <= tx_data[2];
                    else if (counter==14) MISO <= tx_data[3];
                    else if (counter==15) MISO <= tx_data[4];
                    else if (counter==16) MISO <= tx_data[5];
                    else if (counter==17) MISO <= tx_data[6];
                    else if (counter==18) MISO <= tx_data[7];                  
                end
                counter <= counter + 1;
        end else counter = 0;
    end
endmodule
module wrapper (
    input clk, rst_n,
    input MOSI, SS_n,
    output MISO
);
    wire tx_valid, rx_valid;
    wire [9:0]rx_data;
    wire [7:0]tx_data;
    SPI spiBlock (
    .clk(clk), .rst_n(rst_n),
    .MOSI(MOSI), .SS_n(SS_n),
    .tx_valid(tx_valid),
    .tx_data(tx_data),
    .MISO(MISO), 
    .rx_valid(rx_valid),  .rx_data(rx_data)
    );
    RAM ramBlock (
        .clk(clk), .rst_n(rst_n),
        .din(rx_data),
        .rx_valid(rx_valid),
        .dout(tx_data),
        .tx_valid(tx_valid)
    );
endmodule
module RAM(
input clk,
input rst_n,
output reg [7:0] dout,
output reg tx_valid,
input[9:0] din,
input rx_valid
);
parameter MEM_DEPTH = 256;
parameter ADDR_SIZE = 8;
reg [7:0] mem[MEM_DEPTH-1:0];
reg [ADDR_SIZE-1:0] data;
always @(posedge clk or negedge rst_n) begin
    if (!rst_n) begin
        dout<=0;
        tx_valid<=0;
    end
     else begin
        if (din[9:8] == 2'b00) begin  
            if (rx_valid) begin
                data <= din[7:0];
                tx_valid <= 0;
            end
        end else if (din[9:8] == 2'b01) begin  
            if (rx_valid) begin
                mem[data] <= din[7:0];
                tx_valid <= 0;
            end
        end else if (din[9:8] == 2'b10) begin  
            if (rx_valid) begin
                data <= din[7:0];
                tx_valid <= 0;
            end
        end else if (din[9:8] == 2'b11) begin  
            if (rx_valid) begin
                dout <= mem[data];
                tx_valid<= 1;
            end 
        end
    end
end
endmodule
```
**./run.sh**
```bash
#!/bin/bash
# OpenROAD 26Q1-2900-gdf79404cd8, Yosys 0.63+post, stock flow scripts
make -C /OpenROAD-flow-scripts/flow DESIGN_CONFIG=/design/flow/config.mk WORK_HOME=/design/flow/orfs finish
```
==> impl_table.tex <==
% Table of physical implementation metrics
\begin{tabular}{lr}
\hline
Metric & Value \\
\hline
\multicolumn{2}{l}{\textbf{Placement}} \\
Post-Place Setup Slack & 11.20 ns \\
Routability cong. & 1.34 \\
Number of buffers added on ports & 4 \\
Detail Placement HPWL & 380 mm \\
\multicolumn{2}{l}{\textbf{Synthesis}} \\
Top cell type by instance count after synthesis & sky130\_fd\_sc\_hd\_\_edfxtp\_1 \\
Top cells by area in the synthesized netlist & sky130\_fd\_sc\_hd\_\_edfxtp\_1 77\%, sky130\_fd\_sc\_hd\_\_a22oi\_1 4.1\%, sky130\_fd\_sc\_hd\_\_nand3\_1 3.5\% \\
Main flop type & sky130\_fd\_sc\_hd\_\_edfxtp\_1 \\
Synth Instances & 4,994 \\
\# Cells Yosys & 4,994 \\
Post-synth area from yosys stat & 79,800 sq um \\
Cell accounting for the most synthesized area & sky130\_fd\_sc\_hd\_\_edfxtp\_1 \\
Unique cell types & 70 \\
Average size of a mapped cell & 16.0 sq um \\
Sequential share of the synthesized area & 0.782 \\
Area leader share & 0.774 \\
Number of enable flip-flop cells & 2,056 \\
Syn. warnings & 3 \\
Most common library cells after synthesis & 2,056 x sky130\_fd\_sc\_hd\_\_edfxtp\_1, 556 x sky130\_fd\_sc\_hd\_\_nand3\_1, 433 x sky130\_fd\_sc\_hd\_\_a22oi\_1 \\
Flops \& latches, synth & 2,086 \\
Post-Syn Area & 79,800 sq um \\
Asr flop ratio synth & 0.00431 \\
\multicolumn{2}{l}{\textbf{Global route}} \\
First-pass GRT wire length & 705 mm \\
Global route total overflow & 1 \\
Via count of the first global-routing pass & 70,296 \\
All-Layer GR Usage & 0.772 \\
Maximum number of pins on one net before global-route repair & 92 \\
\multicolumn{2}{l}{\textbf{Outcome}} \\
Exit stage & global routing \\
Err & [ERROR GRT-0116] Global routing finished with congestion. Check the congestion regions in the DRC Viewer. \\
Outcome & stopped before the end \\
\multicolumn{2}{l}{\textbf{Die}} \\
Number of top-level pins & 5 \\
Die Y & 401 um \\
Horizontal die dimension & 401 um \\
Row count & 146 \\
Starting Density & 0.504 \\
\multicolumn{2}{l}{\textbf{Clock tree}} \\
H-tree Lvls & 4 \\
Clock Path Buffers & 3 \\
Gates resized, CTS repair & 0 \\
Cts hold-fix bufs & 0 \\
Clock buffer count from CTS & 207 \\
Number of post-CTS setup repair buffers & 0 \\
Library cell used as clock root buffer & sky130\_fd\_sc\_hd\_\_clkbuf\_16 \\
Total clock sinks & 2,086 \\
\hline
\end{tabular}
==> routing by layer <==
metal,track usage,GRT overflow
met1,0.755,0
met3,0.777,0
met5,0.654,1
met4,0.666,0
met2,0.841,0
==> stage by stage <==
step / instances / instance area, sq um
2_1_floorplan: 4994 / 79800
3_3_place_gp: 7110 / 84800
3_5_place_dp: 7110 / 84800
4_1_cts: 7481 / 91600
==> logic make-up after synthesis <==
kind of cell,after synthesis,synth area share
adder cells (fa/ha/maj),10,0.00157
XOR/XNOR,2,0.000220
AND/OR/NAND/NOR,1465,0.0971
multiplexers,9,0.00113
AND-OR/OR-AND,1017,0.0951
flip-flops,2086,0.782
buffers and inverters,405,0.0228
